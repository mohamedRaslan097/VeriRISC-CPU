==> /design/flow/design.v <==
module alu #(
    parameter DATA_WIDTH = 8,
    parameter OPCODE_WIDTH = 3
)
(
    input wire [DATA_WIDTH-1:0] in_a,in_b,
    input wire [OPCODE_WIDTH-1:0] opcode,
    output reg [DATA_WIDTH-1:0] alu_out,
    output reg a_is_zero
);
    always @(*) begin
     a_is_zero = (in_a == 0);
     case (opcode)
          'b000:
               alu_out = in_a;
          'b001:
               alu_out = in_a;
          'b010:
               alu_out = in_a+in_b;
          'b011:
               alu_out = in_a&in_b;
          'b100:
               alu_out = in_a^in_b;
          'b101:
               alu_out = in_b;
          'b110:
               alu_out = in_a;
          'b111:
               alu_out = in_a;
          default:
               alu_out = in_a; 
     endcase
    end
endmodule
==> /design/flow/run.sh <==
#!/bin/bash
# OpenROAD 26Q1-2900-gdf79404cd8, Yosys 0.63+post, stock flow scripts
make -C /OpenROAD-flow-scripts/flow DESIGN_CONFIG=/design/flow/config.mk WORK_HOME=/design/flow/orfs finish
==> /design/flow/config.mk <==
export PLATFORM = sky130hd
export DESIGN_NAME = alu
export DESIGN_NICKNAME = alu
export VERILOG_FILES = /design/flow/design.v
export SDC_FILE = /design/flow/constraint.sdc
export NUM_CORES = 4
export LEC_CHECK = 1
export CORE_AREA = 10 10 72 72
export DIE_AREA = 0 0 82 82
==> /design/flow/constraint.sdc <==
current_design alu

set clk_period 3.5
set clk_io_pct 0.2

create_clock -name clk0 -period $clk_period

set non_clock_inputs [all_inputs -no_clocks]
set_input_delay [expr $clk_period * $clk_io_pct] -clock clk0 $non_clock_inputs
set_output_delay [expr $clk_period * $clk_io_pct] -clock clk0 [all_outputs]
==> impl_metrics.csv <==
group,metric,value,unit
power,p_leak,0.000602,uW
route,drt-total-wl,2.62,mm
worst_setup_path,cp_slowest_stage_delay,520,ps
worst_setup_path,cp-end-kind,"output port",
job,warnings,32,
final_layout,register_area,0,um2
final_timing,rsz0062_at_grt,"false",
clock_tree,cts_hold_buf,0,
min_path,hp-class,"input pin to output port",
route,insertedDiodeCount,0,
grt,grt_pass1_wl,4.42,mm
synth,yosysMostFrequentCell,"nand2_1",
worst_setup_path,cp_cell_sequence,"clkdlybuf4s50_1 -> ha_1 -> a211o_1 -> a21oi_1 -> mux2i_1 -> nand2_1 -> clkdlybuf4s50_1",
placed_design,port_buffers,28,
worst_setup_path,cp.arrival,2660,ps
power,ir_worst_vdd,0.0485,mV
placed_design,post-dp-hpwl,2.10,mm
route,drtPass1Iterations,4,
die,chip_area,6720,um2
grt,grt_max_degree,22,
job,maxCapViolCount,0,
synth,area_leaders,"ha_1 12%, mux2i_1 11%, nand2_1 6.8%",
final_timing,max_freq,0.298,GHz
power,power_density,136,nW/um2
worst_setup_path,path_class,"input pin to output port",
final_layout,final_area,1360,um2
worst_setup_path,crit_path_top_delay_cell,"clkdlybuf4s50_1",
synth,avgSynthCellArea,7.41,um2
min_path,hold_path.startpoint,"in_a[0]",
worst_setup_path,critPathRequiredTime,2800,ps
outcome,status,"finished clean",
final_layout,areaGrowthSynthToFinish,64.3,%
die,io_pins,28,
route,routedWlPerCell,12.7,um
worst_setup_path,cp.depth,7,
final_layout,finalCoreUtilization,36.9,%
synth,top_area_share,12.1,%
placed_design,place_area,1300,um2
synth,netlist_area,830,um2
grt,antenna_found_initial,0,
grt,track_usage,7.74,%
final_timing,hold_ws,2180,ps
die,dieWidth,82,um
synth,ys_chip_area,830,um2
final_timing,fin_crit_sh,96.0,%
final_timing,period_minus_slack,3360,ps
final_timing,worst_slew_pin_slew,400,ps
grt,grt_pass1_vias,933,
worst_setup_path,crit_start,"in_b[1]",
final_timing,drv_slew,0,
worst_setup_path,cpMostUsedCell,"clkdlybuf4s50_1",
min_path,hold_depth,5,
route,drc_errors,0,
synth,synth-cells-yosys,112,
grt,grt_overflow,0,
synth,synth_cell_types,36,
synth,yosysTopAreaCell,"ha_1",
route,vias,1034,
route,vias_per_cell,5.02,
final_layout,clkbuf_count,0,
worst_setup_path,crit_family,"buffers and inverters",
final_layout,seq_cells,0,
final_timing,max-slew-margin-rel,73.4,%
final_timing,hold_violations,0,
worst_setup_path,critPathBufInv,2,
worst_setup_path,path_max_fanout,3,
synth,synthCells,112,
final_timing,final-setup-viol-count,0,
synth,ys_seq_share,0,%
die,die_h,82,um
synth,common_cells,"15 x nand2_1, 9 x mux2i_1, 8 x ha_1",
route,antenna_left,0,
worst_setup_path,startpoint_type,"input pin",
final_layout,drive_above_1_share,22.2,%
placed_design,gp_congestion,0.828,
synth,ys_warn_count,1,
final_timing,tns,0,ps
die,core-area,3690,um2
die,fp_util,22.5,%
route,drtIter0Drc,93,
die,rows,22,
==> metal layers <==
metal / vias to the layer above / track usage (%) / routed length [um]
met3: 0 / 1.21 / 189
met5: - / 0 / 0
met1: 477 / 11.6 / 1280
li1: 535 / - / -
met4: 0 / 0 / 0
met2: 22 / 12.1 / 1160
==> cell usage in the layout, fill, tap and decap left out, types with 2 or more instances in the layout <==
master / synthesis / routed
nor4b_2: 2 / 2
o211ai_1: 3 / 3
o21ai_0: 6 / 4
a21o_1: 2 / 2
nor2_1: 2 / 2
a211oi_1: 6 / 4
o211a_1: 3 / 3
nor3b_1: 7 / 7
buf_4: 0 / 26
mux2i_1: 9 / 9
xor2_1: 2 / 2
ha_1: 8 / 6
nand2_1: 15 / 15
nand2b_1: 3 / 3
o22ai_1: 2 / 2
a311o_1: 2 / 2
o21ai_1: 3 / 5
clkdlybuf4s50_1: 0 / 23
or4_1: 2 / 2
nand3_1: 4 / 4
dlymetal6s2s_1: 0 / 5
nor2b_1: 3 / 3
a211oi_2: 0 / 2
a21oi_1: 6 / 6
==> metrics by stage <==
| step | setup WS (ps) | power, uW | instances |
|---|---|---|---|
| CTS | 20.2 | 179 | 205 |
| finish | 142 | 186 | 206 |
| detailed placement | -74.7 | 176 | 205 |
| global route | 18.2 | 207 | 206 |
| global placement | -90.0 | 176 | 205 |
| floorplan | 926 | 88.4 | 112 |
==> final cells by class <==
cell class,count,area (um2)
Fill cell,389,2330
Tap cell,48,60.1
Timing Repair Buffer,54,488
Inverter,1,3.75
Multi-Input combinational cell,103,811
==> worst min-delay path: stages <==
cell	delay [ps]
dlymetal6s2s_1	110
buf_4	130
or4_1	100
nor2_1	40
clkdlybuf4s50_1	400
==> logic make-up after synthesis <==
| logic type | count (synthesis) | share of synthesized area, % |
|---|---|---|
| AOI/OAI and AO/OA | 41 | 35.0 |
| xor gates and xnor gates | 2 | 2.11 |
| adders and majority gates | 9 | 14.5 |
| buffers and inverters | 9 | 7.09 |
| muxes | 10 | 12.2 |
| and+or+nand+nor | 41 | 29.1 |
==> worst paths after layout <==
path / to / slack, ps
min: a_is_zero / 2180
max: alu_out[5] / 140
==> what timing repair did <==
item                                    4_1_cts  5_1_grt
gates resized                                 2       14
cloned                                        0        0
setup buffers                                 0        1
endpoints found under the setup margin        2        6
pin swaps                                     1        7
==> power breakdown <==
group          internal, uW  total [uW]  switching (uW)  leakage (uW)
combinational           109         186            77.3      0.000602
clock                     0           0               0             0
sequential                0           0               0             0
Power figures rest on the tool's default switching activity, not on a simulated workload.
