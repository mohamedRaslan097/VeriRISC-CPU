$ cat /design/flow/run.sh
#!/bin/bash
# OpenROAD 26Q1-2900-gdf79404cd8, Yosys 0.63+post, stock flow scripts
make -C /OpenROAD-flow-scripts/flow DESIGN_CONFIG=/design/flow/config.mk WORK_HOME=/design/flow/orfs finish
$ cat /design/flow/config.mk
export PLATFORM = sky130hd
export DESIGN_NAME = controller
export DESIGN_NICKNAME = controller
export VERILOG_FILES = /design/flow/design.v
export SDC_FILE = /design/flow/constraint.sdc
export NUM_CORES = 4
export LEC_CHECK = 1
export CORE_AREA = 10 10 70 70
export DIE_AREA = 0 0 80 80
$ cat /design/flow/constraint.sdc
current_design controller

set clk_period 1.0
set clk_io_pct 0.2

create_clock -name clk0 -period $clk_period

set non_clock_inputs [all_inputs -no_clocks]
set_input_delay [expr $clk_period * $clk_io_pct] -clock clk0 $non_clock_inputs
set_output_delay [expr $clk_period * $clk_io_pct] -clock clk0 [all_outputs]
$ cat /design/flow/design.v
module controller
#(
    parameter OPCODE_WIDTH = 3
)
(
  input  wire [OPCODE_WIDTH-1:0] opcode ,
  input  wire [OPCODE_WIDTH-1:0] phase  ,
  input  wire       zero   ,  
  output reg        sel    ,  
  output reg        rd     ,  
  output reg        ld_ir  ,  
  output reg        inc_pc ,  
  output reg        halt   ,  
  output reg        ld_pc  ,  
  output reg        data_e ,  
  output reg        ld_ac  ,  
  output reg        wr        
);
reg ALUOP,HALT,SKZ,ZERO,JMP,STO;
reg [8:0] cntrl_word;
always @(*) begin 
  HALT  = 0;
  SKZ   = 0;
  STO   = 0;
  JMP   = 0;
  ZERO  = zero;
  ALUOP = 0;
  case (opcode)
    'b000: HALT = 1;
    'b001: SKZ  = 1;
    'b010,'b011,'b100,'b101: ALUOP = 1;
    'b110: STO =  1;
    'b111: JMP =  1;
  endcase
  case (phase)
      0:cntrl_word = 9'b1000_00000;   
      1:cntrl_word = 9'b1100_00000;   
      2:cntrl_word = 9'b1110_00000;   
      3:cntrl_word = 9'b1110_00000;   
      4:cntrl_word = {3'b000,HALT,5'b1_0000};                            
      5:cntrl_word = {1'b0,ALUOP,7'b000_0000};                           
      6:cntrl_word = {1'b0,ALUOP,2'b00,SKZ && ZERO,1'b0,JMP,1'b0,STO};   
      7:cntrl_word = {1'b0,ALUOP,3'b000,ALUOP,JMP,STO,STO};              
  endcase
  {sel,rd,ld_ir,halt,inc_pc,ld_ac,ld_pc,wr,data_e} = cntrl_word;
end 
endmodule
==> metrics.csv <==
stage,metric,value,unit
status,outcome,"finished, violations left",
status,violated checks,setup timing,
detailed_routing,metal2 WL,303,µm
floorplan,Horiz. Die Dim,80,µm
yosys,unique cell type count in the Yosys netlist,11,
finish,fillers,403,
setup_path,Crit path buffers/inverters,2,
floorplan,chip area,0.006400,mm²
finish,Syn-to-layout area delta,317.1,%
timing,Final Max Slew Viols,0,
setup_path,Critical Path Stages,4,
run,Log Warnings,34,
floorplan,Die Ht,80,µm
detailed_routing,Highest Signal Layer,met3,
placement,GPL Wtd Cong,0.7523,
global_routing,antenna violations before repair,0,
detailed_routing,routed via count,210,
placement,I/O Buffers,16,
cts,# hold bufs at CTS,0,
detailed_routing,DR vias/cell,2.442,
setup_path,CP endpoint kind,output port,
timing,PnR worst setup slack,-183.3,ps
finish,most numerous logic cells after layout,"buf_2, buf_6, buf_4",
finish,seq_cells,0,
yosys,Syn Inst Count,17,
setup_path,CP peak stage delay,520,ps
timing,fmax,845.1,MHz
finish,FF+latch area,0,µm²
detailed_routing,metal3 WL,86,µm
yosys,"Warnings, synthesis",1,
timing,fin crit share,1.183,
setup_path,CP max stage cell,or4_4,
global_routing,first-pass GRT wire length,1.055,mm
run,Max-Cap Viols,0,
setup_path,type of origin of the critical path,input port,
setup_path,Critical Path AT,980,ps
finish,fraction of layout cells with a size suffix above 1,0.7000,
yosys,Post-Syn Area,95.09,µm²
global_routing,gr ovfl total,0,
yosys,Synth Seq Share,0,
pwr,Leakage,0.1791,nW
setup_path,"Max FO, Critical Path",2,
finish,fin cells,86,
floorplan,boundary pin count,16,
setup_path,"CP delay by family, top",simple AND/OR/NAND/NOR gates,
detailed_routing,Post-route DRC,0,
detailed_routing,ant diodes,0,
global_routing,largest net degree at the start of global routing,5,
global_routing,GRT Overall Usage,0.01940,
timing,Slew HR,0.9054,
min_path,Worst Hold Class,input port to output port,
floorplan,Core Region,0.003416,mm²
pwr,Overall Power,0.1223,mW
global_routing,vias in the first global route,197,
yosys,yosys cell count,17,
detailed_routing,Pre-Repair DR Iteration Count,2,
setup_path,Setup CP Type,input port to output port,
setup_path,"Req. time, crit path",800,ps
timing,unrepaired setup endpoints after global routing,yes,
timing,minimum clock period,1183,ps
detailed_routing,final WL,707,µm
pwr,Worst VDD drop,0.00003419,V
detailed_routing,antenna-violating nets left,0,
yosys,Mapped Avg Cell Area,5.594,µm²
yosys,"Chip Area, Yosys",95.09,µm²
timing,Slew @ Worst Pin,141.9,ps
detailed_routing,DR iter-0 viols,2,
timing,Hold Fails Final Rpt,0,
finish,dominant logic cell type in the layout,buf_2,
detailed_routing,met1 WL,318,µm
floorplan,site row count,21,
finish,clock buffer count,0,
finish,footprint of the multi-input gates,133.9,µm²
detailed_routing,Avg WL per Cell,8.221,µm
timing,final setup vio count,1,
setup_path,CP Cell Sequence,buf_6 > or4_4 > nor2_2 > buf_2,
placement,placed instance count,84,
min_path,WHS Path Cells,4,
floorplan,FP Util,0.02784,
placement,HPWL after DPL,580.7,µm
pwr,Pwr Density,308.4,mW/mm²
## metrics by stage
stage          TNS, ps  setup slack [ps]    util  hold WS [ps]  cell area (µm²)
6_report        -183.3            -183.3  0.1161         702.8            396.6
3_3_place_gp     -6761            -927.1  0.1026          1359            350.3
3_5_place_dp     -6784            -936.0  0.1026          1353            350.3
5_1_grt         -232.7            -216.5  0.1161         722.4            396.6
4_1_cts         -195.5            -195.5  0.1117         697.2            381.6
2_1_floorplan        0             44.58       -         409.1            95.09
## final timing paths
kind,from,to,slack [ps]
worst max-delay path,opcode[0],halt,-180
worst min-delay path,opcode[0],halt,700
## cells by family after synthesis
| group | Yosys count | synth area share |
|---|---|---|
| buf+inv | 2 | 0.07898 |
| xor+xnor | 1 | 0.09212 |
| simple gates | 12 | 0.7238 |
| compound gates | 2 | 0.1053 |
## layer usage
metal,vias up,GRT usage
met5,-,0
li1,106,-
met1,93,0.02704
met2,11,0.02889
met3,0,0.007955
met4,0,0
## Yosys cell counts
cell | number | area, µm²
nor2_1 | 5 | 18.77
a21oi_1 | 2 | 10.01
inv_1 | 2 | 7.510
nand2b_1 | 1 | 6.260
nand3_1 | 1 | 5.000
nand4_1 | 1 | 6.260
nand4bb_1 | 1 | 11.26
nor2b_1 | 1 | 6.260
nor3b_1 | 1 | 7.510
or4_1 | 1 | 7.510
xnor2_1 | 1 | 8.760
## area by class of cell
type | count | share of cell area
repair buffers | 23 | 0.4984
multi-input cells | 15 | 0.3375
well taps | 46 | 0.1451
inverters | 2 | 0.01893
## what timing repair did
action,CTS,global route
hold endpoints to repair,0,0
setup buffers,2,0
setup endpoints to repair,9,6
pin swaps,9,3
gates resized,61,7
## report_power, final
part           internal, mW  switching, mW
registers                 0              0
clock network             0              0
logic                0.0803         0.0420
Power and IR drop assume default switching activity.
