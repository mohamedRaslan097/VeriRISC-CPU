**design/flow/constraint.sdc**
```tcl
current_design memory

set clk_period 2.8
set clk_io_pct 0.2

create_clock -name clk0 -period $clk_period [get_ports {clk}]

set non_clock_inputs [all_inputs -no_clocks]
set_input_delay [expr $clk_period * $clk_io_pct] -clock clk0 $non_clock_inputs
set_output_delay [expr $clk_period * $clk_io_pct] -clock clk0 [all_outputs]
```
**design/flow/config.mk**
```make
export PLATFORM = sky130hd
export DESIGN_NAME = memory
export DESIGN_NICKNAME = memory
export VERILOG_FILES = /design/flow/design.v
export SDC_FILE = /design/flow/constraint.sdc
export NUM_CORES = 4
export LEC_CHECK = 1
export CORE_UTILIZATION = 40
```
**design/flow/run.sh**
```bash
#!/bin/bash
# OpenROAD 26Q1-2900-gdf79404cd8, Yosys 0.63+post, stock flow scripts
make -C /OpenROAD-flow-scripts/flow DESIGN_CONFIG=/design/flow/config.mk WORK_HOME=/design/flow/orfs finish
```
**design/flow/design.v**
```verilog
module memory #(
    parameter ADDR_WIDTH = 5,
    parameter DATA_WIDTH = 8
) 
(
    input wire [ADDR_WIDTH-1:0] addr,
    input wire clk,wr,rd,
    inout wire [DATA_WIDTH-1:0] data   
);
    reg [DATA_WIDTH-1:0] array [2**ADDR_WIDTH-1:0];
    always @(posedge clk ) begin
        if( wr)
            array[addr] <= data;
    end
    assign data = rd ? array[addr]:'bz;
endmodule
```
==> notes.md <==
Implementation results

The number of sinks handled by clock tree synthesis is 256. The netlist uses 23 different library cells. The register share after synthesis is 76.52%. After synthesis, the cell types taking the most area are sky130_fd_sc_hd__edfxtp_1 77%, sky130_fd_sc_hd__mux2i_1 13%, sky130_fd_sc_hd__o22ai_1 3.9%, sky130_fd_sc_hd__buf_2 1.1%, sky130_fd_sc_hd__nor2_1 1.1%. Synthesis inferred 256 register bits.

The proportion of netlist area held by the largest area contributor is 76.52%. In this run the clock root is driven by a sky130_fd_sc_hd__clkbuf_16. The number of cells in Yosys stat is 568. The placed wire-length estimate is 13,670 um. The placed instances occupy a cell area of 11,260 um^2. The run stopped with a tool error. Once the clock tree was built, the setup fixing pass inserted 10 buffers. The core utilization at floorplan is 41.07%. The number of primary I/O pins is 16. The number of resized instances in the post-cts repair step is 61. The die span in y is 160.5 um. The tool reported: "[error] [KeplerFormal.cpp:679] Workflow failed: Iso has multiple drivers: .data0, _541_.Y0". The horizontal die dimension reported for this design is 160.5 um. Per the TritonCTS log, the buffer count is 26.

The number of H-tree branching levels is 1. The number of hold buffers added after CTS was 0. The yosys warning tally is 2. A synthesized cell averages 17.69 um^2. The summed instance area of the synthesized netlist is 10,050 um^2.

The yosys stat chip area is 10,050 um^2. The buffer levels on the longest clock path is 3. The placement report lists the number of port buffers as 6.

Progress stopped at clock tree synthesis (4_1_cts). The largest area contributor in the synthesized netlist is sky130_fd_sc_hd__edfxtp_1. The cell count after synthesis is 568.

The row count is 57. The final estimated routing congestion in global placement is 0.8413.
-- logic make-up after synthesis --
family / after synthesis / share of synthesized area (%)
AOI/OAI and AO/OA: 64 / 4.048
and+or+nand+nor: 85 / 4.932
muxes: 128 / 12.75
buffers and inverters: 35 / 1.744
DFF: 256 / 76.52
-- through the flow --
| stage | setup WS, ns | hold WS [ns] | setup TNS (ns) | cells | utilization (%) |
|---|---|---|---|---|---|
| after floorplan | 0.1830 | 0.8109 | 0 | 568 | - |
| after global placement | -0.4586 | 0.7096 | -81.52 | 969 | 46.02 |
| after detailed placement | -0.4677 | 0.7124 | -85.26 | 969 | 46.02 |
-- cells in the mapped netlist --
library cell                instances
sky130_fd_sc_hd__nand2_1           10
sky130_fd_sc_hd__or3b_2             3
sky130_fd_sc_hd__mux2i_1          128
sky130_fd_sc_hd__o22ai_1           63
sky130_fd_sc_hd__or4b_1             4
sky130_fd_sc_hd__or3_1              1
sky130_fd_sc_hd__nand4bb_1          5
sky130_fd_sc_hd__edfxtp_1         256
sky130_fd_sc_hd__or4_1              1
sky130_fd_sc_hd__o22ai_2            1
sky130_fd_sc_hd__nand3_1            2
sky130_fd_sc_hd__clkbuf_2           1
sky130_fd_sc_hd__nand3b_1           4
sky130_fd_sc_hd__buf_2             22
sky130_fd_sc_hd__nor3_1             4
sky130_fd_sc_hd__clkbuf_1           8
sky130_fd_sc_hd__or4bb_1            1
sky130_fd_sc_hd__nor2_1            29
sky130_fd_sc_hd__nand4b_1           4
sky130_fd_sc_hd__nor4_1            16
sky130_fd_sc_hd__buf_6              2
sky130_fd_sc_hd__nand4_1            1
sky130_fd_sc_hd__buf_1              2
